File: flow/design.v
module parking_management_system (
    input wire clk,
    input wire reset,
    input wire car_entered,
    input wire car_exited,
    input wire is_uni_car_entered,
    input wire is_uni_car_exited,
    output reg [9:0] uni_parked_car,  
    output reg [9:0] parked_car,  
    output reg [9:0] uni_vacated_space,  
    output reg [9:0] vacated_space,  
    output reg uni_is_vacated_space,  
    output reg is_vacated_space  
);
    parameter MAX_PARKING_SPACE = 700;  
    parameter MAX_UNI_SPACE = 500;  
    parameter CLK_FREQ = 100_000_000;  
    parameter NON_UNI_BASE_SPACE = 200;  
    reg [31:0] elapsed_time_cycles;
    reg [9:0] non_uni_space;
    reg [3:0] time_threshold;
    task update_space_availability;
        input [9:0] uni_parked_car, parked_car;
        output reg uni_is_vacated_space, is_vacated_space;
    begin
        if (uni_parked_car < MAX_UNI_SPACE && uni_parked_car + parked_car < MAX_PARKING_SPACE) begin
            uni_is_vacated_space = 1;
        end else begin
            uni_is_vacated_space = 0;
        end
        if (parked_car < non_uni_space && uni_parked_car + parked_car < MAX_PARKING_SPACE) begin
            is_vacated_space = 1;
        end else begin
            is_vacated_space = 0;
        end
    end
    endtask
    always @(posedge clk or posedge reset) begin
        if (reset) begin
            elapsed_time_cycles <= 0;
            time_threshold <= 0;
            uni_parked_car <= 0;
            parked_car <= 0;
            uni_vacated_space <= MAX_UNI_SPACE;
            vacated_space <= NON_UNI_BASE_SPACE;
            non_uni_space <= NON_UNI_BASE_SPACE;
            uni_is_vacated_space <= 1;
            is_vacated_space <= 1;
        end else begin
            elapsed_time_cycles <= elapsed_time_cycles + 1;
            case (elapsed_time_cycles)
                CLK_FREQ * 300 * 60: time_threshold <= 4;
                CLK_FREQ * 240 * 60: time_threshold <= 3;
                CLK_FREQ * 180 * 60: time_threshold <= 2;
                CLK_FREQ * 120 * 60: time_threshold <= 1;
                default: time_threshold <= 0;
            endcase
            case (time_threshold)
                0: non_uni_space <= NON_UNI_BASE_SPACE;
                1: non_uni_space <= 250;
                2: non_uni_space <= 300;
                3: non_uni_space <= 350;
                4: non_uni_space <= MAX_UNI_SPACE;
            endcase
            if (car_entered && is_uni_car_entered) begin
                if (uni_parked_car < MAX_UNI_SPACE && uni_parked_car + parked_car < MAX_PARKING_SPACE) begin
                    uni_parked_car <= uni_parked_car + 1;
                    uni_vacated_space <= uni_vacated_space - 1;
                end
                update_space_availability(uni_parked_car, parked_car, uni_is_vacated_space, is_vacated_space);
            end else if (car_exited && is_uni_car_exited) begin
                if (uni_parked_car > 0) begin
                    uni_parked_car <= uni_parked_car - 1;
                    uni_vacated_space <= uni_vacated_space + 1;
                    uni_is_vacated_space <= 1;
                end
            end else if (car_entered && !is_uni_car_entered) begin
                if (parked_car + uni_parked_car < MAX_PARKING_SPACE && parked_car < non_uni_space) begin
                    parked_car <= parked_car + 1;
                    vacated_space <= vacated_space - 1;
                    update_space_availability(uni_parked_car, parked_car, uni_is_vacated_space, is_vacated_space);
                end
            end else if (car_exited && !is_uni_car_exited) begin
                if (parked_car > 0) begin
                    parked_car <= parked_car - 1;
                    vacated_space <= vacated_space + 1;
                    is_vacated_space <= 1;
                end
            end
        end
    end
endmodule
File: flow/run.sh
#!/bin/bash
# OpenROAD 26Q1-2900-gdf79404cd8, Yosys 0.63+post, stock flow scripts
make -C /OpenROAD-flow-scripts/flow DESIGN_CONFIG=/design/flow/config.mk WORK_HOME=/design/flow/orfs finish
File: flow/config.mk
export PLATFORM = sky130hd
export DESIGN_NAME = parking_management_system
export DESIGN_NICKNAME = parking_management_system
export VERILOG_FILES = /design/flow/design.v
export SDC_FILE = /design/flow/constraint.sdc
export NUM_CORES = 4
export LEC_CHECK = 1
export CORE_UTILIZATION = 30
File: flow/constraint.sdc
current_design parking_management_system

set clk_period 8.2
set clk_io_pct 0.2

create_clock -name clk0 -period $clk_period [get_ports {clk}]

set non_clock_inputs [all_inputs -no_clocks]
set_input_delay [expr $clk_period * $clk_io_pct] -clock clk0 $non_clock_inputs
set_output_delay [expr $clk_period * $clk_io_pct] -clock clk0 [all_outputs]
==> run summary <==
The run has ended; figures from its reports follow.

Per the layout report, the design carries 1742 filler cells. The via count of the first global-routing pass is 4243. The count of state elements after synthesis is 86. For reference, the top logic cell family by area is simple AND/OR/NAND/NOR gates.

The number of setup buffers added after CTS is 0. The cell count after synthesis came out at 549. In this run the maximum-capacitance check reported violations numbering 0. The script reports the combined buffer and inverter count of the critical path as 2. Max-slew check failures listed in the final report amount to 0. The area fraction in and, or, nand and nor cells after synthesis came out at 0.164. Across all checked pins, the minimum headroom to the slew limit is 0.481. For this design, the slowest cell found on the critical path is sky130_fd_sc_hd__a2111oi_0.

The clock sink total is 86. The remaining global-route overflow came out at 0. The signal on the critical path passes through clkdlybuf4s50_1 -> nand2_1 -> inv_1 -> ha_1 -> a21o_1 -> a21oi_1 -> o21bai_1 -> a2111oi_0 -> nor3_1 -> o21a_1 -> a31oi_1 -> xnor2_1.

The via count came out at 4316. The switching power share of the total is 0.392. The number of top-level pins is 48. The synthesized design spends more area on one cell type than any other, namely sky130_fd_sc_hd__dfrtp_1.

The post-CTS hold buffer count recorded in the log is 0. The area of the core came out at 18100 sq um. Once placement completed, the tool counted placed cells totaling 822. The final period utilization is 0.593. The internal power summed over all cells came out at 0.00152 W. The H-tree was split into 3 levels. Summing over the stages, the warning tally comes to 26. The number of I/O port buffers came out at 47.

The die outline width came out at 139 um. The transition time at the pin with the least slew margin came out at 0.769 ns. Summing all multiplexer cells gives an area fraction of 0.0631. The number of warning messages in the yosys log came out at 1. The filler-free cell count of the finished design came out at 837.

After detailed routing, the total wire length is 12.3 mm. The maximum clock path buffer count is 2. The average wire per standard cell came out at 14.7 um. The register-to-register setup slack is 4.59 ns. The area overhead of the layout relative to synthesis is 18.6%. The power share of the sequential group came out at 0.291.

The count of final setup violators came out at 0. The required time of the critical path came out at 8.47 ns. The analysis attributes to cell leakage a power of 2.83 nW.

The clock latency on the worst-skew pair came out at 0.35 ns. The kind of cell adding the most delay to the critical path is AND-OR/OR-AND gates. Entering global routing, the biggest net connects 56 pins. The share of total power dissipated in the clock network is 0.175. The synthesis report names the predominant flop master as sky130_fd_sc_hd__dfrtp_1. The time the worst path needs with I/O delays and setup came out at 4.86 ns. The biggest cell delay along the critical path came out at 0.61 ns.

Per the CTS log, the root buffer master is sky130_fd_sc_hd__clkbuf_16. By startpoint and endpoint, the worst setup path is classified as in2reg. The combinational share of power is 0.533.

The chip occupies 19300 sq um. The final hold violation count is 0. The mean cell area of the mapped netlist came out at 10.3 sq um.

The sum of net half-perimeters after detailed placement came out at 9.03 mm. The worst setup path is launched from a primary input. Per the TritonCTS log, the buffer count is 9. By area the synthesized netlist is led by sky130_fd_sc_hd__dfrtp_1, sky130_fd_sc_hd__ha_1, sky130_fd_sc_hd__xnor2_1. The aggregate global-route resource usage came out at 0.135.

The cell count in the Yosys report came out at 549. The number of synthesized flops with an enable pin is 0. The cell-mix breakdown from Yosys lists the adder-cell area share as 0.125. The proportion of netlist area held by the largest area contributor is 0.316. The iteration count recorded for the first detailed-route pass is 8. The total number of placement rows came out at 49. The final antenna-violating net count is 0. The starting DRC count in detailed routing came out at 275.

The initial core utilization came out at 0.310. Clock skew on the completed layout was measured at 0.00950 ns. The net switching component of the power is 0.000981 W. The post-synthesis share of cell area spent on and-or and or-and gates came out at 0.136. Setup repair after global routing left no endpoint under its margin.

For reference, the clock transition at the flip-flops on the worst setup and hold paths is 0.06 ns. Of all nets on the critical path, the largest fanout is 15. The via density per instance came out at 5.16. The post-route DRC violation count is 0. The layout summary lists the proportion of cells stronger than drive strength 1 as 0.0724.

The netlist area before placement came out at 5630 sq um. The synthesis area per yosys is 5630 sq um. The post-synthesis sequential area ratio is 0.386. The number of gates resized after CTS came out at 0. The count of unique library cells instantiated by Yosys came out at 58. The worst setup path is captured at a register. The maximum clock rate is 0.206 GHz.

TritonCTS built the clock tree. The cell area power density is 375 nW/um^2. The repair_antennas step left the layout with diodes totalling 0. The weighted congestion reported at the end of routability-driven placement is 0.882. Note that the worst hold path type here is reg2reg. Yosys reported that registers with async set or reset make up 1.00. The first-pass GRT wire length came out at 20.9 mm. According to the timing report, the arrival time at the worst endpoint equals 5.14 ns. The worst-case vdd ir drop is 0.142 mV. The total negative setup slack is 0 ns. The flow ran to the end, and the final reports show no timing, DRC or antenna violations.

The xor/xnor cell area share of the yosys netlist came out at 0.0996. The overall die height is 139 um. The initial antenna violation count came out at 0.
## layout by cell type, fill, tap and decap left out, types with 20 or more instances in the layout
master | Yosys | final
sky130_fd_sc_hd__xnor2_1 | 47 | 47
sky130_fd_sc_hd__nor3_1 | 20 | 20
sky130_fd_sc_hd__a21oi_1 | 32 | 32
sky130_fd_sc_hd__mux2_1 | 28 | 28
sky130_fd_sc_hd__clkdlybuf4s50_1 | 0 | 47
sky130_fd_sc_hd__dfrtp_1 | 71 | 71
sky130_fd_sc_hd__inv_1 | 31 | 30
sky130_fd_sc_hd__nand2_1 | 32 | 32
sky130_fd_sc_hd__ha_1 | 50 | 50
sky130_fd_sc_hd__nor2_1 | 33 | 33
## stage by stage
step / power (W) / utilization / hold slack, ns / worst slack, ns / area, sq um
floorplan: 0.00162 / - / 0.425 / 4.06 / 5630
global placement: 0.00202 / 0.351 / 0.481 / 3.12 / 6360
detailed placement: 0.00207 / 0.351 / 0.482 / 3.02 / 6360
CTS: 0.00253 / 0.368 / 0.496 / 3.37 / 6680
global route: 0.00272 / 0.368 / 0.508 / 2.97 / 6680
finish: 0.00250 / 0.368 / 0.491 / 3.34 / 6680
## sequential cells by signal, summed over array words and instances (netlist names)
signal / cells
elapsed_time_cycles: 32
parked_car: 10
uni_parked_car: 10
uni_vacated_space: 10
vacated_space: 10
non_uni_space: 7
time_threshold: 5
is_vacated_space: 1
uni_is_vacated_space: 1
## synth_stat cells, drive strengths merged (3+ instances only)
cell type,instances
a21o,14
a21oi,34
a31oi,7
and2,3
and3,6
and4,4
dfrtp,71
dfstp,15
fa,4
ha,50
inv,31
mux2,28
mux2i,4
nand2,32
nand2b,3
nand3,19
nand3b,3
nand4,6
nand4b,5
nor2,33
nor2b,5
nor3,20
nor4,18
o211ai,3
o21a,5
o21ai,14
o21bai,7
o31ai,4
o41ai,4
or2,3
or3,6
xnor2,47
xor2,17
## final timing paths
check                                                       from                                to  cells past startpoint
worst max register to register     uni_parked_car[4]$_DFFE_PP0P_         parked_car[3]$_DFFE_PP0P_                      9
worst min register to register  elapsed_time_cycles[6]$_DFF_PP0_  elapsed_time_cycles[6]$_DFF_PP0_                      1
worst min-delay path            elapsed_time_cycles[6]$_DFF_PP0_  elapsed_time_cycles[6]$_DFF_PP0_                      1
min in group asynchronous                                  reset  uni_vacated_space[3]$_DFFE_PP0P_                      2
worst max-delay path                                 car_entered  uni_vacated_space[9]$_DFFE_PP0P_                     12
max in group asynchronous                                  reset      non_uni_space[1]$_DFFE_PP0P_                      3
## area by class of cell
type	instances	area, sq um	share of cell area
sequential	86	2170	0.325
inverter	31	118	0.0176
clock inverter	5	82.6	0.0124
tap	229	287	0.0429
timing repair buffer	48	478	0.0716
multi-input combinational	428	3310	0.496
clock buffer	10	229	0.0343
## routing by layer
| layer | part of all wire | track usage | up-vias |
|---|---|---|---|
| met5 | 0 | 0 | - |
| met4 | 0.014 | 0.0152 | 0 |
| met3 | 0.049 | 0.0334 | 13 |
| met2 | 0.47 | 0.216 | 76 |
| met1 | 0.47 | 0.194 | 2098 |
| li1 | - | - | 2129 |
## kinds of logic after synthesis
kind of cell,after synthesis
AND/OR/NAND/NOR,171
multiplexers,32
flip-flops,86
AND-OR/OR-AND,107
XOR/XNOR,64
adder cells (fa/ha/maj),54
buffers and inverters,35
## power by group through the flow
stage,logic (W),clock network [W],registers [W]
finish,0.00133,0.000439,0.000729
global route,0.00150,0.000470,0.000751
CTS,0.00134,0.000454,0.000734
Power is estimated from default activity; no workload was simulated.
